==> design/flow/design.v <==
module Segment_Decoder 
( 
input iClk, 
input iReset_n, 
input iChip_select_n, 
input iWrite_n, 
input [2:0] iAddress, 
input [31:0] iSegment_decoder_data,
output reg [31:0] HEX0, HEX1,  HEX2, HEX3, HEX4, HEX5
); 
always@(posedge iClk, negedge iReset_n) 
begin 
	if(~iReset_n) 
	begin 
		HEX0 <= 7'd0; 
		HEX1 <= 7'd0; 
		HEX2 <= 7'd0; 
		HEX3 <= 7'd0; 
		HEX4 <= 7'd0; 
		HEX5 <= 7'd0; 
	end 
	else 
	begin 
		if(~iChip_select_n & ~iWrite_n) 
		begin 
		case	(iAddress)
			3'd0:
				case (iSegment_decoder_data)
					  4'd0: HEX0 <= 7'b1000000;  
					  4'd1: HEX0 <= 7'b1111001;  
					  4'd2: HEX0 <= 7'b0100100;  
					  4'd3: HEX0 <= 7'b0110000;  
					  4'd4: HEX0 <= 7'b0011001;  
					  4'd5: HEX0 <= 7'b0010010;  
					  4'd6: HEX0 <= 7'b0000010;  
					  4'd7: HEX0 <= 7'b1111000;  
					  4'd8: HEX0 <= 7'b0000000;  
					  4'd9: HEX0 <= 7'b0010000;  
					  default: HEX0 <= 7'b1111111;
				endcase
			3'd1:
				case (iSegment_decoder_data)
					  4'd0: HEX1 <= 7'b1000000;  
					  4'd1: HEX1 <= 7'b1111001;  
					  4'd2: HEX1 <= 7'b0100100;  
					  4'd3: HEX1 <= 7'b0110000;  
					  4'd4: HEX1 <= 7'b0011001;  
					  4'd5: HEX1 <= 7'b0010010;  
					  4'd6: HEX1 <= 7'b0000010;  
					  4'd7: HEX1 <= 7'b1111000;  
					  4'd8: HEX1 <= 7'b0000000;  
					  4'd9: HEX1 <= 7'b0010000;  
					  default: HEX1 <= 7'b1111111;
				endcase
			3'd2:
				case (iSegment_decoder_data)
					  4'd0: HEX2 <= 7'b1000000;  
					  4'd1: HEX2 <= 7'b1111001;  
					  4'd2: HEX2 <= 7'b0100100;  
					  4'd3: HEX2 <= 7'b0110000;  
					  4'd4: HEX2 <= 7'b0011001;  
					  4'd5: HEX2 <= 7'b0010010;  
					  4'd6: HEX2 <= 7'b0000010;  
					  4'd7: HEX2 <= 7'b1111000;  
					  4'd8: HEX2 <= 7'b0000000;  
					  4'd9: HEX2 <= 7'b0010000;  
					  default: HEX2 <= 7'b1111111;
				endcase
			3'd3:
				case (iSegment_decoder_data)
					  4'd0: HEX3 <= 7'b1000000;  
					  4'd1: HEX3 <= 7'b1111001;  
					  4'd2: HEX3 <= 7'b0100100;  
					  4'd3: HEX3 <= 7'b0110000;  
					  4'd4: HEX3 <= 7'b0011001;  
					  4'd5: HEX3 <= 7'b0010010;  
					  4'd6: HEX3 <= 7'b0000010;  
					  4'd7: HEX3 <= 7'b1111000;  
					  4'd8: HEX3 <= 7'b0000000;  
					  4'd9: HEX3 <= 7'b0010000;  
					  default: HEX3 <= 7'b1111111;
				endcase
			3'd4:
				case (iSegment_decoder_data)
					  4'd0: HEX4 <= 7'b1000000;  
					  4'd1: HEX4 <= 7'b1111001;  
					  4'd2: HEX4 <= 7'b0100100;  
					  4'd3: HEX4 <= 7'b0110000;  
					  4'd4: HEX4 <= 7'b0011001;  
					  4'd5: HEX4 <= 7'b0010010;  
					  4'd6: HEX4 <= 7'b0000010;  
					  4'd7: HEX4 <= 7'b1111000;  
					  4'd8: HEX4 <= 7'b0000000;  
					  4'd9: HEX4 <= 7'b0010000;  
					  default: HEX4 <= 7'b1111111;
				endcase
			3'd5:
				case (iSegment_decoder_data)
					  4'd0: HEX5 <= 7'b1000000;  
					  4'd1: HEX5 <= 7'b1111001;  
					  4'd2: HEX5 <= 7'b0100100;  
					  4'd3: HEX5 <= 7'b0110000;  
					  4'd4: HEX5 <= 7'b0011001;  
					  4'd5: HEX5 <= 7'b0010010;  
					  4'd6: HEX5 <= 7'b0000010;  
					  4'd7: HEX5 <= 7'b1111000;  
					  4'd8: HEX5 <= 7'b0000000;  
					  4'd9: HEX5 <= 7'b0010000;  
					  default: HEX5 <= 7'b1111111;
				endcase
		endcase
		end 
	end 
end 
endmodule 
==> design/flow/run.sh <==
#!/bin/bash
# OpenROAD 26Q1-2900-gdf79404cd8, Yosys 0.63+post, stock flow scripts
make -C /OpenROAD-flow-scripts/flow DESIGN_CONFIG=/design/flow/config.mk WORK_HOME=/design/flow/orfs finish
==> design/flow/config.mk <==
export PLATFORM = sky130hd
export DESIGN_NAME = Segment_Decoder
export DESIGN_NICKNAME = Segment_Decoder
export VERILOG_FILES = /design/flow/design.v
export SDC_FILE = /design/flow/constraint.sdc
export NUM_CORES = 4
export LEC_CHECK = 1
export CORE_AREA = 10 10 122 122
export DIE_AREA = 0 0 132 132
==> design/flow/constraint.sdc <==
current_design Segment_Decoder

set clk_period 1.0
set clk_io_pct 0.2

create_clock -name clk0 -period $clk_period [get_ports {iClk}]

set non_clock_inputs [all_inputs -no_clocks]
set_input_delay [expr $clk_period * $clk_io_pct] -clock clk0 $non_clock_inputs
set_output_delay [expr $clk_period * $clk_io_pct] -clock clk0 [all_outputs]
==> summary.txt <==
Status -> complete, but fails checks
Failing checks -> hold timing, setup timing
Post-synth EDFFs -> 0
Pwr dens -> 1190 nW/um2
Insertion Delay late pin -> 0.28 ns
Synth top area cells -> buf_4 37%, dfrtp_1 34%, a31oi_1 7.3%
Synthesized registers -> 42
Top cells by instance count after synthesis -> 152 x buf_4, 45 x nor2_1, 42 x dfrtp_1
Top FF cell, synth -> dfrtp_1
Maximum vdd drop -> 614 uV
Worst path arrival time -> 1.47 ns
DIE WIDTH -> 132 um
Ys async rst share -> 1.00
CTS tree -> done
DP Cell Count -> 598
CP max FO -> 5
Initial DRC Count -> 123
Post-route cell area -> 4350 um2
Count leader, synth -> buf_4
Placed cell area -> 3850 um2
Post-route ant nets -> 0
Endpoint class of the critical path -> flip-flop
Number of CTS-inserted buffers -> 5
Final WS setup -> -0.312 ns
GRT overflow -> 0
Avg Vias per Cell -> 3.73
Post-route DRC -> 0
Sink Count -> 42
Setup TNS -> -10.71 ns
DIE HEIGHT -> 132 um
IO Count -> 231
H-tree depth -> 2
Drt pass-1 iters -> 4
Clock-pin slew on the worst setup and hold paths -> 0.06 ns
Min Tclk post-route -> 1.31 ns
Layout cells sized above 1 -> 0.384
Tcrit/Tclk final -> 1.31
Worst hold slack -> -0.112 ns
Tot GR Track Use -> 0.101
Worst Clk Skew -> 0 ns
Dpl ws -> -1.06 ns
Tool warnings -> 34
Yosys chip area -> 3070 um2
Area delta synth->final -> 41.6%
Crit path launch type -> input port
Final slew viol count -> 0
Overall Power -> 5.18 mW
Routed via count -> 2414
Die footprint -> 17400 um2
Routability cong. -> 0.756
IO Port Bufs -> 80
Clock root buffer -> clkbuf_16
HPWL after DPL -> 7340 um
Finish-stage setup viols -> 44
Leak -> 2.03 nW
Dominant cell area share -> 0.371
Cell type with the largest total area -> buf_4
First-pass GRT wire length -> 14200 um
Unique cell type count in the Yosys netlist -> 30
Syn_area_per_cell -> 9.20 um2
Routed WL -> 9690 um
Post-Synthesis Cells -> 334
Num rows -> 40
Core ar. -> 12200 um2
Crit Path Class -> in -> reg
Ys Warns -> 1
Floorplan Utilization -> 0.253
Vias in the first global route -> 2579
Largest net degree at the start of global routing -> 43
Worst Hold Class -> in -> async
MaxCap Viol Count -> 0
Yosys cell count -> 334
Clock tree buffer depth -> 2
Final non-filler cell total -> 647
Initial antenna violation count -> 2
Register share after synthesis -> 0.342
Synthesized area -> 3070 um2
RSZ-0062 raised after global routing -> yes
Final Hold Violation Tally -> 42
DR WL/cell -> 15.0 um
Fmax -> 762 MHz
Worst endpoint required time -> 1.16 ns
[through the flow]
stage,hold slack (ns),util
finish,-0.112,0.358
global route,-0.104,0.358
CTS,-0.108,0.345
detailed placement,0.187,0.317
global placement,0.187,0.317
floorplan,-0.0956,-
[worst max-delay path, stage by stage]
cell and delay (ns):
dlygate4sd2_1 0.26, buf_4 0.14, o21a_1 0.19, nor3_4 0.19
buf_6 0.15, buf_6 0.13, buf_16 0.12, a31oi_2 0.08
[cells by family (layout without fill, tap and decap cells)]
logic type	after synthesis	after routing	share of synthesized area
compound gates	50	50	0.107
other cells	1	152	0.00122
fa+ha+maj	5	5	0.0204
simple gates	68	68	0.130
flops	42	42	0.342
buf+inv	168	162	0.400
[final timing paths]
path / from / slack, ns / to / cells after the start
max: iSegment_decoder_data[1] / -0.31 / HEX3[3] / 8
max in group asynchronous: iReset_n / 0.92 / HEX4[1] / 2
max reg2reg: HEX1[3] / 0.09 / HEX1[3] / 4
min: iReset_n / -0.11 / HEX5[6] / 2
min reg2reg: HEX3[4] / 0.52 / HEX3[4] / 2
min in group clk0: HEX3[4] / 0.52 / HEX3[4] / 2
[registers in the layout (all words and copies together), names as in the netlist]
name and count:
HEX0 7, HEX1 7, HEX3 7, HEX2 7, HEX4 7, HEX5 7
[layer usage]
| metal | GRT usage | wire length [um] | part of all wire |
|---|---|---|---|
| met1 | 0.128 | 3940 | 0.41 |
| met2 | 0.162 | 4650 | 0.48 |
| met3 | 0.0457 | 1040 | 0.11 |
| met4 | 0.00371 | 36 | 0.0037 |
| met5 | 0 | 13 | 0.0013 |
[layout make-up]
class                      instances  area, um2
tap                              168        210
antenna                            2       5.00
clock inverter                     2       13.8
fill                            1137       7810
clock buffer                       6        129
sequential                        42       1050
inverter                           4       15.0
multi-input combinational        273       1610
timing repair buffer             150       1320
[layout by cell type, fill, tap and decap left out, types with 5 or more instances in the layout]
cell / Yosys / routed
a21oi_2: 0 / 5
a31oi_1: 36 / 27
a31oi_4: 0 / 8
buf_12: 0 / 11
buf_16: 0 / 6
buf_2: 4 / 53
buf_4: 152 / 46
buf_6: 3 / 14
clkbuf_16: 0 / 5
clkbuf_2: 0 / 7
conb_1: 1 / 150
dfrtp_1: 42 / 42
dlygate4sd2_1: 0 / 6
ha_1: 5 / 5
nor2_1: 45 / 42
nor4_4: 1 / 7
[power breakdown]
part,switching [mW],internal [mW]
Sequential,0.170,2.00
Combinational,0.600,0.875
Clock,0.611,0.924
Total,1.38,3.80
[what timing repair did]
| item | CTS | global route |
|---|---|---|
| buffers inserted | 26 | 9 |
| pin swaps | 16 | 8 |
| gates cloned | 6 | 0 |
| gates resized | 264 | 29 |
| setup endpoints to repair | 84 | 71 |
| endpoints found under the hold margin | 42 | 42 |
Power and IR drop assume default switching activity.
